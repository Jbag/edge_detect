--- flow/run.sh ---
#!/bin/bash
# OpenROAD 26Q1-2900-gdf79404cd8, Yosys 0.63+post, stock flow scripts
make -C /OpenROAD-flow-scripts/flow DESIGN_CONFIG=/design/flow/config.mk WORK_HOME=/design/flow/orfs finish
--- flow/config.mk ---
export PLATFORM = sky130hd
export DESIGN_NAME = edge_detect
export DESIGN_NICKNAME = edge_detect
export VERILOG_FILES = /design/flow/design.v
export SDC_FILE = /design/flow/constraint.sdc
export NUM_CORES = 4
export LEC_CHECK = 1
export CORE_AREA = 10 10 89 89
export DIE_AREA = 0 0 99 99
--- flow/constraint.sdc ---
current_design edge_detect

set clk_period 3.3
set clk_io_pct 0.2

create_clock -name clk0 -period $clk_period [get_ports {clk_50M}]

set non_clock_inputs [all_inputs -no_clocks]
set_input_delay [expr $clk_period * $clk_io_pct] -clock clk0 $non_clock_inputs
set_output_delay [expr $clk_period * $clk_io_pct] -clock clk0 [all_outputs]
--- flow/design.v ---
module		edge_detect(
	input					clk_50M,						 
	input					rst_n,							 
	input					rx_int,							 
	output					pos_rx_int,						 
	output					neg_rx_int,						 
	output					doub_rx_int						 
);
reg					clk_r=1'b0;
reg		[21:0]		cnt;
always	@(posedge	clk_50M	or	negedge	rst_n)				 
	if(!rst_n)
			cnt		<=		22'b0;
	else
		if(cnt	==	22'd4194303)
				cnt		<=		22'b0;
		else
				cnt		<=		cnt		+1'b1;
always	@(posedge	clk_50M	or	negedge	rst_n)
	if(!rst_n)
		clk_r		<=		1'b0;
	else
		if(cnt	==	22'd4194300)
			clk_r	<=		~clk_r;
		else
			clk_r	<=		clk_r;
assign		clk	=	clk_r	;								 
reg		rx_int0,rx_int1,rx_int2;							 
always	@(posedge	clk	or	negedge	rst_n)
	begin
		if(!rst_n)
			begin
				rx_int0		<=		1'b0;
				rx_int1		<=		1'b0;
				rx_int2		<=		1'b0;
			end             
		else                
			begin           
				rx_int0		<=		rx_int;					 
				rx_int1		<=	    rx_int0;				 
				rx_int2		<=	    rx_int1;				 
			end
	end
assign		pos_rx_int	=	rx_int1		&	~rx_int2;		 
assign		neg_rx_int	=	~rx_int1	&	rx_int2;		 
assign		doub_rx_int	=	rx_int1		^	rx_int2;		 
endmodule
==> results.tsv <==
metric	value	unit
outcome	complete, no violations	
setup_ws	1.48	ns
n_antenna_cell	0	
gr-total-overflow	0	
final.min_clock_period	1.82	ns
synth_area	0.00120	sq mm
ys_seq_share	54.4	%
cts_tree	done	
switchingPower	0.0905	mW
clock_power_share	37.0	%
worstPathRequired	3.44	ns
dpl_worst_slack	1.47	ns
synthCells	107	
drv_slew	0	
finalCritPeriodShare	55.1	%
dieArea	0.00980	sq mm
vias	734	
syn_area_per_cell	11.2	sq um
track_usage	3.68	%
layout-drive-gt1-share	9.40	%
top_cell_area_share	54.4	%
clock.fmax	550	MHz
r2r-end	cnt[15]	
critPathLaunchType	flip-flop	
dr_wl_met2	732	um
ys_warn_count	2	
clk_pin_slew	0.08	ns
top_layer_used	met4	
numCtsBuffers	3	
finClkSkew	0.00500	ns
root_buffer	clkbuf_8	
relSlewSlack	61.3	%
peakVddDrop	0.214	mV
crit_path_top_delay_cell	nor4_2	
fp_util	20.0	%
switching_share	19.6	%
r2r_cells	5	
yosysChipArea	0.00120	sq mm
powerDensity	330	mW/mm^2
cts_setup_buffers	0	
top_area_cell	dfrtp_1	
crit_arrival	1.96	ns
hpwl	1.33	mm
drcViolationCount	0	
totalPowerFinal	0.461	mW
dr.pass1.iters	4	
insertion_delay	0.26	ns
unclocked_regs	3	
holdPathStages	1	
worstHoldPathType	flip-flop to flip-flop	
synth-async-reset-ratio	100	%
routed_wl	1.81	mm
min_from	cnt[18]	
holdPathEnd	cnt[18]	
setup_viol	0	
via_per_inst	3.82	
edf_count	0	
path_class	flip-flop to flip-flop	
die_h	99	um
reg2reg_setup_slack	1.48	ns
crit_chain	ha_1 > nand3_1 > nor4_2 > buf_4 > a21oi_1	
ys_cells	107	
critical_path.max_stage_delay	0.61	ns
ant_nets	0	
topCellsByArea	dfrtp_1 (54%), xor2_1 (8.1%), xnor2_1 (4.4%), ha_1 (4.2%), nor2_1 (2.8%)	
ioPinCount	6	
hold_viol	0	
most_common_cell	dfrtp_1	
htreeDepth	1	
placement_rows	28	
hold_ws	0.467	ns
intPower	0.370	mW
first_iter_violations	65	
synthFlopType	dfrtp_1	
tool_warnings	27	
grt_max_degree	27	
place_congestion	0.740	
port_buffers	5	
worst_slew_pin_slew	0.576	ns
combPwrFrac	1.9	%
syn2layout_area_growth	16.9	%
ys.flops	26	
top_cells_by_count	dfrtp_1 (26), xor2_1 (11), nor2_1 (9)	
unconstrained_endpoints	6	
antenna_found_initial	0	
cts_max_path_buffers	2	
hold_buffers	0	
netlist-cell-type-count	26	
grt_setup_unrepaired	false	
wl_met3	114	um
grt_first_pass_wirelength	3.18	mm
die_width	99	um
fp.coreArea	0.00599	sq mm
sequentialPowerShare	61.1	%
cp_max_fo	7	
setup_tns	0	ns
worstSetupEndpointType	flip-flop	
leakage	0.633	nW
cap_violations	0	
post_cts_resized	0	
post_drt_wl_per_cell	9.42	um
met1Wirelength	942	um
r2r-start	cnt[0]	
grt_pass1_vias	720	
per-layer routing:
layer | GRT usage [%] | vias up
li1 | - | 385
met1 | 5.29 | 339
met2 | 5.21 | 8
met3 | 1.41 | 2
met4 | 0.551 | 0
met5 | 0 | -
cell families (layout without fill, tap and decap cells):
kind of cell,count (synthesis),after routing,share of synthesized area [%]
buf+inv,7,17,2.51
fa+ha+maj,4,4,4.18
compound gates,8,8,3.56
simple gates,45,45,22.9
xor+xnor,17,17,12.4
flops,26,26,54.4
power groups by stage:
stage | combinational [mW] | clock [mW] | sequential [mW]
final | 0.00897 | 0.170 | 0.282
after CTS | 0.00980 | 0.178 | 0.282
after global routing | 0.0107 | 0.191 | 0.282
worst max path at each step:
stage / start / endpoint / slack [ns] / cells past startpoint
4_1_cts: cnt[0] / cnt[15] / 1.46 / 5
5_1_grt: cnt[0] / cnt[15] / 1.27 / 5
6_report: cnt[0] / cnt[15] / 1.48 / 5
registers in the layout, summed over array words and instances (netlist names):
name / count
clk_r: 1
cnt: 22
rx_int0: 1
rx_int1: 1
rx_int2: 1
stage by stage:
step,area (sq um),util [%],cells
2_1_floorplan,1200,-,107
3_3_place_gp,1350,22.6,188
3_5_place_dp,1350,22.6,188
4_1_cts,1400,23.4,192
5_1_grt,1400,23.4,192
6_report,1400,23.4,192
final cells by class:
type / count / area [sq um]
clock buffer: 4 / 45.0
fill: 617 / 4590
inverter: 6 / 22.5
multi-input combinational: 74 / 522
sequential: 26 / 651
tap: 75 / 93.8
timing repair buffer: 7 / 65.1
worst max-delay path, delay by kind of cell, from the launching register on:
| family | cells | cell delay [ns] |
|---|---|---|
| buf+inv | 1 | 0.25 |
| compound gates | 1 | 0.04 |
| fa+ha+maj | 1 | 0.20 |
| flops | 1 | 0.40 |
| simple gates | 2 | 0.80 |
placed cells by master, fill, tap and decap left out:
cell	n
and3_1	1
buf_4	2
nor4_1	1
clkbuf_8	3
nor2b_1	1
nor2_1	9
nor4_2	1
and4_4	2
a21oi_1	4
xor2_1	11
o31ai_1	1
clkbuf_1	1
nand2b_1	1
dfrtp_1	26
or2b_1	1
o21ai_0	3
xnor2_1	6
and2_1	1
nand2_1	8
nand3_1	6
and4_1	2
nand4_4	1
clkdlybuf4s50_1	5
inv_1	6
and4bb_2	1
ha_1	4
or4_1	1
and4_2	1
or3_1	3
nand4_1	4
Power and IR drop assume default switching activity.
